==> ./config.mk <==
export PLATFORM = sky130hd
export DESIGN_NAME = top
export DESIGN_NICKNAME = top
export VERILOG_FILES = /design/flow/design.v
export SDC_FILE = /design/flow/constraint.sdc
export NUM_CORES = 4
export LEC_CHECK = 1
export CORE_UTILIZATION = 30
==> ./constraint.sdc <==
current_design top

set clk_period 8.8
set clk_io_pct 0.2

create_clock -name clk0 -period $clk_period [get_ports {clk}]

set non_clock_inputs [all_inputs -no_clocks]
set_input_delay [expr $clk_period * $clk_io_pct] -clock clk0 $non_clock_inputs
set_output_delay [expr $clk_period * $clk_io_pct] -clock clk0 [all_outputs]
==> ./design.v <==
module cog (clk, cnt, dir, mode, q, level, m_set, m_drv);
	input clk, cnt, dir, mode; 
	output reg [7:0] q; 
	output reg [7:0] level;
	output m_set, m_drv;
	reg s;
	reg [7:0] speed;
	reg [2:0] buffer;
	always @(posedge clk) begin
		if(cnt) begin		
			buffer <= buffer + 1;
			if(buffer == 2'd3) begin
				if(!mode) begin
					if(dir)
						{level,s} <= {level[7:1],2'b11} << 1;
					else
						{s,level} <= {2'b00,level[6:0]} >> 1;					
				end else begin
					if(!dir) 
						q <= q+speed; 
					else
						q <= q-speed;
				end
				buffer <= 0;
			end			
		end
		case(level)
			8'd0:		speed <= 8'd0;
			8'd1:		speed <= 8'd1;
			8'd3:		speed <= 8'd2;
			8'd7:		speed <= 8'd3;
			8'd15:	speed <= 8'd7;
			8'd31:	speed <= 8'd15;
			8'd63:	speed <= 8'd31;
			8'd127:	speed <= 8'd63;
			8'd255:	speed <= 8'd127;
		endcase
	end
	assign led = level;
	assign m_set = mode;
	assign m_drv = ~mode;
endmodule
module debouncer (clk, d, q, pos, neg, value);
	input clk, d;
	output reg q;
	output pos, neg;
	output [3:0] value; 
	reg sync_a;	always @(posedge clk) sync_a <= ~d;
	reg sync_b;	always @(posedge clk) sync_b <= sync_a;	 
	reg [3:0] count;
	wire idle = (q == sync_b);
	wire count_max = &count;
	always @(posedge clk)
	if(idle)
		count <= 0;
	else begin
		count <= count + 4'd1;
		if(count_max) q <= ~q;
	end
	assign pos = ~idle & count_max & ~q;
	assign neg = ~idle & count_max & q;
   assign value = count;          
endmodule
module decoder (clk, sw, a, b, cnt, dir, mode);
	input clk, sw, a, b;
	output cnt, dir; 
	output reg mode;
	reg a_delayed, b_delayed;
	always @(posedge clk) a_delayed <= a;
	always @(posedge clk) b_delayed <= b;
	assign cnt = a ^ a_delayed ^ b ^ b_delayed;
	assign dir = a ^ b_delayed;
	always @(posedge sw) begin
		if(!mode)
			mode <= 1;
		else
			mode <= 0;
	end
endmodule
module driver (clk, d, pwm);
	input clk;
	input [7:0] d;
	output pwm;
	reg pwm_q, pwm_d;
	reg [19:0] ctr_q, ctr_d;
	assign pwm = pwm_q;
	always @(*) begin
		ctr_d = ctr_q + 1'b1;
		if (d + 9'd165 > ctr_q[19:8]) begin
			pwm_d = 1'b1;
		end else begin
			pwm_d = 1'b0;
		end
	end
	always @(posedge clk) begin
		ctr_q 	<= ctr_d;			
		pwm_q 	<= pwm_d;
	end
endmodule
module top (clk, r_sw, r_clk, r_dt, led, led_a, led_b, servo);
	input clk, r_sw, r_clk, r_dt;
	output led_a, led_b, servo;
	output [7:0] led;
	wire sw, a, b;
	debouncer U1A(.clk(clk), .d(r_sw), .neg(sw));
	debouncer U1B(.clk(clk), .d(r_clk), .q(a));
	debouncer U1C(.clk(clk), .d(r_dt), .q(b));
	wire cnt, dir, mode;
	decoder U2(.clk(clk), .sw(sw), .a(a), .b(b), .cnt(cnt), .dir(dir), .mode(mode));
	wire [7:0] position;
	cog U3(
		.clk(clk), 
		.cnt(cnt), .dir(dir), .mode(mode), 
		.q(position), 
		.level(led), 
		.m_set(led_a), .m_drv(led_b)
	);
	driver U4(.clk(clk), .d(position), .pwm(servo));
endmodule
==> ./run.sh <==
#!/bin/bash
# OpenROAD 26Q1-2900-gdf79404cd8, Yosys 0.63+post, stock flow scripts
make -C /OpenROAD-flow-scripts/flow DESIGN_CONFIG=/design/flow/config.mk WORK_HOME=/design/flow/orfs finish
==> notes.md <==
Notes on the physical implementation.

- The chip height is 107 um, for reference.
- Counting the buffers created by CTS gives 9.
- Buffers placed on the I/O ports in this run total 14.
- The biggest area contributor in the post-synthesis netlist is sky130_fd_sc_hd__edfxtp_1.
- The path category of the worst min-delay check is flip-flop to flip-flop, for reference.
- For reference, the critical path cell chain is clkdlybuf4s50_1.
- The post-route fraction of the period consumed by the critical path is 0.351, for reference.
- In the setup report, the worst path falls into the class flip-flop to output pin.
- The setup TNS after final layout is 0 ns, for reference.
- The post-detailed-placement half-perimeter wirelength is 3450 um, for reference.
- The biggest cell delay along the critical path is 0.52 ns, for reference.
- The number of vias per cell after detailed routing is 4.23, for reference.
- The synthesized netlist cell count is 313, for reference.
- The OpenROAD report gives the critical path a required time of 7.04 ns.
- Looking at the clock tree report, the root buffer type is sky130_fd_sc_hd__clkbuf_8.
- The slew at the pin closest to its max-slew limit is 0.908 ns, for reference.
- The number of unconstrained endpoints is 3, for reference.
- The clock latency on the worst-skew pair is 0.34 ns, for reference.
- Per the finish-stage timing summary, setup violations number 0.
- Ranked by total cell area, the synthesized netlist is headed by sky130_fd_sc_hd__edfxtp_1, sky130_fd_sc_hd__dfxtp_1, sky130_fd_sc_hd__xnor2_1.
- In the layout the commonest cells are sky130_fd_sc_hd__dfxtp_1, sky130_fd_sc_hd__xnor2_1, sky130_fd_sc_hd__inv_1, sky130_fd_sc_hd__edfxtp_1, sky130_fd_sc_hd__nor2_1.
- The die extent in x is 107 um, for reference.
- The wire length of the first global-routing pass is 8690 um, for reference.
- Pins over their slew limit in the final report were tallied at 0.
- Among logic cells in the layout, the one with the most instances is sky130_fd_sc_hd__dfxtp_1.
- The cell count in the Yosys report is 313, for reference.
- The number of register pins that no clock reaches is 1, for reference.
- In this run the core area contains 38 standard-cell rows.
- In this run, post-CTS repair resized a total of 0 instances.
- The CTS tree is yes, for reference.
- The number of different library cells used by synthesis comes to 38.
- Of the post-synthesis cell area, the dominant cell type holds 0.262.
- The flop-to-flop setup slack is 5.92 ns, for reference.
- The routed layout has 2,040 vias.
- The iteration count of the initial detailed-routing pass is 6, for reference.
- The final cell count without fillers is 482, for reference.
- In the hold timing report, the worst path depth is 0.
- For this run the aggregate overflow at the end of global routing stands at 0.
- The max-slew check reports its worst relative slack as 0.393.
- The H-tree depth is 3, for reference.
- The number of cells after detailed placement is 466, for reference.
- The critical path maximum fanout is 8.
- Looking at the clock tree report, the maximum root-to-sink buffer count equals 2.
- The floorplan step records an initial core utilization of 0.307.
- The number of synthesized flops with an enable pin is 29, for reference.
- The overall die area is 0.0115 mm^2, for reference.
- Setup repair after global routing left no endpoint under its margin.
- 15 I/O pins were placed.
- Dividing the detail-routed wire length by the instance count gives 9.89 um.
- The diode insertion count for antenna repair is 0, for reference.
- The kind of capture point of the worst setup path is an output pin, for reference.
- The number of cells on the worst reg-to-reg path is 9, for reference.
- Post-CTS timing repair inserted 0 buffers for setup.
- Between the synthesized netlist and the finished layout, the area growth was recorded as 15.3%.
- For the worst min-delay path, the startpoint reported by OpenROAD is U1B.sync_a.
- According to the timing report, the critical path is launched from U3.level[2].
- The final number of hold-violating endpoints is 0, for reference.
- Counting I/O delays and the setup requirement, the final critical path takes 3.09 ns.
- During synthesis, Yosys emitted a total of 5 warnings.
- After its last routability iteration, the placer logged a weighted congestion of 0.826.
- In this build the clock could be raised as far as 0.324 GHz.
- After synthesis, the share of flip-flops with an asynchronous set or reset is 0.
- The number of global-route vias before repair is 2,006, for reference.
- The DRC violation total left in the routed layout is recorded as 0.
- The maximum number of pins on one net before global-route repair is 15, for reference.
- The power report puts the leakage power at 0.00145 uW.
- The start of the worst register-to-register path is U1B.q, for reference.
- The report puts the hold buffer count at CTS at 0.
- All stages included, the depth of the critical timing path comes to 1.
- The total global routing track utilization is 0.0950, for reference.
- Of the synthesized area, sequential elements account for 0.515.
- The number of logged tool warnings is 25, for reference.
- The worst register-to-register path ends at U3.q[6].
- Each instance of the synthesized netlist takes up on average 10.6 um^2.
- In this run the standard cell core region covers 0.0108 mm^2.
- The initial antenna violation count is 0.
- The netlist area before placement is 0.00332 mm^2, for reference.
- The endpoint of the worst hold path is reported as U1B.sync_b.
- The number of nets with antenna violations after detailed routing is 0, for reference.
- Post-synth the commonest register cell is sky130_fd_sc_hd__dfxtp_1.
- The flow reported a cell area power density of 159 mW/mm^2.
- In the final run the clock tree shows a worst skew of 0.0109 ns.
- The flow ran to the end, and the final reports show no timing, DRC or antenna violations.
- The top cell family by delay on the critical path is buffers and inverters, for reference.
- On the critical path the data arrives at 1.33 ns.
- STA classifies the critical path startpoint as a flip-flop.
- The critical path's slowest stage uses the library cell sky130_fd_sc_hd__clkdlybuf4s50_1.
- The peak supply drop is 88.9 uV, for reference.
- Of the cells placed in the final design, the portion with a size suffix greater than 1 is 0.0731.
- Per the synth log, the flip-flop and latch total comes to 71.
- The total of max-cap violations is 0, for reference.
- After the first detailed-routing iteration, the DRC count stood at 68.
- The overall routed net length is 4770 um, for reference.
- The clock-pin slew on the worst setup and hold paths is 0.08 ns, for reference.
- The number of buffers and inverters on the critical path is 1, for reference.
- After synthesis, the chip area reported by Yosys is 0.00332 mm^2.
stage by stage:
| step | area, um^2 | power [uW] | hold slack, ns | worst slack (ns) | utilization |
|---|---|---|---|---|---|
| after detailed placement | 3630 | 358 | 0.314 | 5.96 | 0.335 |
| after global routing | 3830 | 636 | 0.343 | 5.62 | 0.354 |
| after CTS | 3830 | 621 | 0.335 | 5.69 | 0.354 |
| final | 3830 | 611 | 0.332 | 5.71 | 0.354 |
| after floorplan | 3320 | 355 | 0.310 | 6.44 | - |
| after global placement | 3630 | 358 | 0.311 | 6.02 | 0.335 |
cell usage after synthesis (2+ instances only):
cell / instances
sky130_fd_sc_hd__xor2_1: 11
sky130_fd_sc_hd__nand3_2: 3
sky130_fd_sc_hd__o211ai_1: 2
sky130_fd_sc_hd__and2_1: 3
sky130_fd_sc_hd__nor3b_1: 3
sky130_fd_sc_hd__o21bai_1: 2
sky130_fd_sc_hd__buf_4: 2
sky130_fd_sc_hd__nor2b_1: 6
sky130_fd_sc_hd__xnor2_1: 37
sky130_fd_sc_hd__o21ai_0: 11
sky130_fd_sc_hd__nand3_1: 13
sky130_fd_sc_hd__o21a_1: 2
sky130_fd_sc_hd__nor2_1: 29
sky130_fd_sc_hd__nand2_1: 17
sky130_fd_sc_hd__inv_1: 32
sky130_fd_sc_hd__nand4_1: 3
sky130_fd_sc_hd__edfxtp_1: 29
sky130_fd_sc_hd__and3_1: 7
sky130_fd_sc_hd__dfxtp_1: 42
sky130_fd_sc_hd__a31oi_1: 2
sky130_fd_sc_hd__nor3_1: 6
sky130_fd_sc_hd__a21oi_1: 9
sky130_fd_sc_hd__nand2b_1: 4
sky130_fd_sc_hd__ha_1: 24
cells by family (layout without fill, tap and decap cells):
group / Yosys count / after routing / synth area share
AOI/OAI and AO/OA: 34 / 34 / 0.0613
adders and majority gates: 25 / 25 / 0.0964
xor gates and xnor gates: 49 / 49 / 0.131
buffers and inverters: 34 / 63 / 0.0406
DFF: 71 / 71 / 0.515
and+or+nand+nor: 100 / 100 / 0.155
cell type report:
cell class | instances | area, um^2
Sequential cell | 71 | 1710
Multi-Input combinational cell | 208 | 1480
Clock inverter | 7 | 77.6
Inverter | 32 | 120
Timing Repair Buffer | 15 | 148
Tap cell | 140 | 175
Clock buffer | 9 | 124
Fill cell | 1075 | 7010
worst max path at each step:
stage	slack [ns]	end
global route	5.62	led[2]
finish	5.71	led[2]
CTS	5.69	led[2]
per-layer routing:
metal / track usage / vias up / wire length (um)
li1: - / 1109 / -
met1: 0.141 / 906 / 2440
met2: 0.149 / 20 / 2130
met3: 0.0222 / 5 / 145
met4: 0.0147 / 0 / 55
met5: 0 / - / 0
where the power goes:
part	total [uW]	internal (uW)	switching, uW	leakage (uW)
Combinational	8.05	4.85	3.20	0.000741
Clock	260	134	126	0.0000972
Sequential	343	340	2.85	0.000612
Total	611	479	132	0.00145
state kept, by name (all words and copies together), names as in the netlist, 3 cells and up:
register	cells
U1A.count	4
U4.ctr_q	20
U3.speed	7
U1B.count	4
U3.buffer	3
U1C.count	4
U3.level	8
U3.q	8
Power and IR drop assume default switching activity.
